==> design.v <==
module multiply_repeat( output[15: 0] out,
                        input[7: 0] in0, in1,
                        input reset);
reg[14: 0] buffer;   
reg[15: 0] out_reg;
reg[7: 0] in0_reg, in1_reg;
reg[3: 0] i;
always@(in0, in1, reset)
begin
    if(reset)
        out_reg = 0;
    else
    begin
        in0_reg = in0;
        in1_reg = in1;
        out_reg = 0;
        i = 0;
        repeat(8)
        begin
            if(in1_reg[i])
            begin
                buffer = in0_reg;
                buffer = buffer << i;
                out_reg = out_reg + buffer;
            end
            i = i + 1;
        end
    end
end
assign out = out_reg;
endmodule
==> run.sh <==
#!/bin/bash
# OpenROAD 26Q1-2900-gdf79404cd8, Yosys 0.63+post, stock flow scripts
make -C /OpenROAD-flow-scripts/flow DESIGN_CONFIG=/design/flow/config.mk WORK_HOME=/design/flow/orfs finish
==> config.mk <==
export PLATFORM = sky130hd
export DESIGN_NAME = multiply_repeat
export DESIGN_NICKNAME = multiply_repeat
export VERILOG_FILES = /design/flow/design.v
export SDC_FILE = /design/flow/constraint.sdc
export NUM_CORES = 4
export LEC_CHECK = 1
export CORE_UTILIZATION = 30
==> constraint.sdc <==
current_design multiply_repeat

set clk_period 13.6
set clk_io_pct 0.2

create_clock -name clk0 -period $clk_period

set non_clock_inputs [all_inputs -no_clocks]
set_input_delay [expr $clk_period * $clk_io_pct] -clock clk0 $non_clock_inputs
set_output_delay [expr $clk_period * $clk_io_pct] -clock clk0 [all_outputs]
==> README.md <==
| Stage | Result | Reported |
|---|---|---|
| flow run | Stage-log warning count | 41 |
| floorplanning | Core Density at Floorplan | 0.312 |
| setup path | Maximum fanout along the worst path | 4 |
| cells and area | Most instantiated logic cells after routing | buf_4, nand2_1, ha_1 |
| drt | Mean number of vias per cell | 5.19 |
| cells and area | FF/Latch Area | 0 um2 |
| setup path | Arr. time, crit path | 10.62 ns |
| final timing | Final Setup Violations | 0 |
| min path | Hold path start | in0[1] |
| power and ir drop | Peak supply drop | 0.0705 mV |
| synthesis | Count of mapped cells out of synthesis | 455 |
| placed design | I/O Buffers | 33 |
| setup path | Critical path class | primary input to output pin |
| cells and area | Layout clock buffers | 0 |
| drt | Total wirelength of the detailed-routed design | 11600 um |
| floorplanning | Die H | 106 um |
| final timing | Unrepaired setup endpoints after global routing | yes |
| cells and area | Area of all placed cells without fillers | 5720 um2 |
| synthesis | Synth Seq Share | 0 |
| setup path | Required @ worst endpoint | 10.88 ns |
| cells and area | Fraction of final layout cells with drive strength greater than 1 | 0.464 |
| floorplanning | Number of I/O pins | 33 |
| final timing | Actual transition at the worst max-transition pin | 0.905 ns |
| final timing | Total count of max-transition violations in the final report | 0 |
| drt | 1st-iter DRT viols | 197 |
| final timing | Achievable Freq | 75.0 MHz |
| floorplanning | Number of core rows | 37 |
| setup path | Highest-delay cell along the critical path | fa_2 |
| global route | First-pass GRT wire length | 18300 um |
| drt | Pre-antenna DRT Iters | 4 |
| setup path | Crit path capture type | output pin |
| setup path | Maximum cell stage delay along the critical path | 0.42 ns |
| synthesis | Mapped cell area | 3250 um2 |
| final timing | Worst hold margin | 6.32 ns |
| global route | Maximum number of pins on one net before global-route repair | 21 |
| min path | Worst min-delay path class | primary input to output pin |
| final timing | Accumulated negative setup slack | 0 ns |
| placed design | Standard cell area after detailed placement | 4710 um2 |
| power and ir drop | PD cells | 167 nW/um2 |
| setup path | Critical path's most frequent cell | buf_4 |
| global route | Vias in the first global route | 3858 |
| final timing | Post-layout period usage of the worst path | 0.981 |
| cells and area | Number of fill cells | 852 |
| final timing | Final critical-path required period | 13.34 ns |
| power and ir drop | Static leakage | 2.75 nW |
| power and ir drop | Sw Ratio | 0.420 |
| synthesis | Ys cells | 455 |
| floorplanning | Die extent in x | 106 um |
| synthesis | Chip Area, Yosys | 3250 um2 |
| power and ir drop | Share of total power in sequential cells | 0 |
| floorplanning | Die Outline Area | 11300 um2 |
| cells and area | Finished Core Util | 0.549 |
| drt | Total DRC errors in the routed layout | 0 |
| drt | Routed len/inst | 14.6 um |
| global route | GR Util All Layers | 0.202 |
| synthesis | Syn Area/Cell | 7.14 um2 |
| cells and area | Number of flip-flops and latches | 0 |
| synthesis | Post-synth top area share | 0.231 |
| power and ir drop | Net switching power | 401 uW |
| synthesis | Distinct cell type count of the synthesized netlist | 64 |
| setup path | CP startpoint kind | primary input |
| global route | Number of antenna violations at the first check in global routing | 0 |
| cells and area | Area of the multi-input gates | 3680 um2 |
| flow run | Max cap viols | 0 |
| placed design | Final HPWL DP | 8510 um |
| drt | Number of antenna-violating nets in the routed design | 0 |
| power and ir drop | Clk pwr share | 0 |
| placed design | Cell total after placement | 746 |
| clocking | Number of hold-repair buffers added at the cts stage | 0 |
| power and ir drop | Internal power | 552 uW |
| status | Outcome | complete, no violations |
| final timing | Worst slew slack as a fraction of its limit | 0.395 |
| cells and area | Top cell excl fill/tap | buf_4 |
| synthesis | Ys Warns | 1 |
| global route | Overflow left after global routing | 0 |
| synthesis | Cell taking the most area after synthesis | ha_1 |
| cells and area | Area growth, synth to finish | 75.9% |
| synthesis | Cell types occupying the most area after synthesis | ha_1, xnor2_1, nand2_1 |
| cells and area | Filler-free cell count of the finished design | 794 |
| power and ir drop | Part of the power in combinational logic | 1.000 |
| min path | Capture endpoint of the worst hold path | out[1] |
| placed design | Final RePlAce weighted congestion | 0.887 |
| drt | Detailed-route via count | 4121 |
| min path | Cells on Worst Hold Path | 5 |
| drt | Antenna Cells | 0 |
| final timing | Hold Violations, Final | 0 |
| floorplanning | CORE AREA | 10400 um2 |
[cell type report]
type / instances / share of cell area
Multi-Input combinational cell: 401 / 0.644
Inverter: 40 / 0.0263
Timing Repair Buffer: 217 / 0.300
Tap cell: 136 / 0.0298
[cell usage after synthesis, types with 9 or more instances]
library cell  instances
nor2_1               34
o21ai_0              30
a21oi_1              31
clkbuf_1             11
nand2b_1              9
ha_1                 60
nand3_1               9
a31oi_1               9
a21o_1               12
xnor2_1              22
inv_1                38
nand2_1              43
[through the flow]
step | total power, mW | setup WS (ns)
after floorplan | 0.388 | 0.394
after global placement | 0.686 | -0.816
after detailed placement | 0.692 | -0.888
after CTS | 0.806 | -0.00361
after global routing | 1.04 | -0.125
final | 0.953 | 0.261
[repair_timing]
item / CTS / global route
gates resized: 88 / 78
endpoints found under the setup margin: 8 / 8
setup buffers: 22 / 27
hold endpoints to repair: 0 / 0
pin swaps: 46 / 71
[worst max-delay path, delay by kind of cell]
kind | cells | cell delay [ns]
XOR/XNOR | 4 | 0.55
buffers and inverters | 11 | 1.32
AND/OR/NAND/NOR | 6 | 0.70
multiplexers | 2 | 0.59
adder cells (fa/ha/maj) | 10 | 2.91
AND-OR/OR-AND | 12 | 1.83
[layer usage]
metal,vias to the layer above,GRT usage,part of all wire
met2,69,0.345,0.46
met3,12,0.00813,0.035
li1,2091,-,-
met4,0,0.0268,0.015
met1,1949,0.291,0.49
met5,-,0,0
[worst max path at each step]
stage | startpoint | endpoint | slack (ns) | cells after the start
after global routing | in0[1] | out[13] | -0.13 | 43
after CTS | in1[0] | out[14] | -0.004 | 45
final | in0[1] | out[13] | 0.26 | 45
[cell families after synthesis]
logic type | count (synthesis) | synth area share
compound gates | 152 | 0.328
simple gates | 136 | 0.200
mux | 16 | 0.0535
xor+xnor | 30 | 0.0809
fa+ha+maj | 67 | 0.274
buf+inv | 54 | 0.0635
[power groups by stage]
stage | Combinational, mW | Clock [mW] | Sequential (mW)
finish | 0.953 | 0 | 0
global route | 1.04 | 0 | 0
CTS | 0.806 | 0 | 0
Power and IR drop assume default switching activity.
