### design/flow/run.sh
#!/bin/bash
# OpenROAD 26Q1-2900-gdf79404cd8, Yosys 0.63+post, stock flow scripts
make -C /OpenROAD-flow-scripts/flow DESIGN_CONFIG=/design/flow/config.mk WORK_HOME=/design/flow/orfs finish
### design/flow/config.mk
export PLATFORM = sky130hd
export DESIGN_NAME = seller
export DESIGN_NICKNAME = seller
export VERILOG_FILES = /design/flow/design.v
export SDC_FILE = /design/flow/constraint.sdc
export NUM_CORES = 4
export LEC_CHECK = 1
export CORE_AREA = 10 10 92 92
export DIE_AREA = 0 0 102 102
### design/flow/constraint.sdc
current_design seller

set clk_period 18.0
set clk_io_pct 0.2

create_clock -name clk0 -period $clk_period

set non_clock_inputs [all_inputs -no_clocks]
set_input_delay [expr $clk_period * $clk_io_pct] -clock clk0 $non_clock_inputs
set_output_delay [expr $clk_period * $clk_io_pct] -clock clk0 [all_outputs]
### design/flow/design.v
module seller(output[3:0] ticket_out,    
              output[3:0] one_out, five_out, ten_out,    
              input[3:0] one, five, ten,  
              input[3:0] ticket);    
reg[3:0] ticket_out_reg;
reg[3:0] one_out_reg, five_out_reg, ten_out_reg;
reg[7:0] money, money_left;  
assign ticket_out = ticket_out_reg;
assign one_out = one_out_reg;
assign five_out = five_out_reg;
assign ten_out = ten_out_reg;
always@(one, five, ten, ticket)
begin
    if(ticket >= 2 && ticket <= 10)
    begin
        money = one + five * 5 + ten * 10;   
        money_left = money - ticket;
        if(money_left < 0)
        begin
            ticket_out_reg = 0;  
            one_out_reg     = one;
            five_out_reg    = five;
            ten_out_reg     = ten;
        end
        else
        begin
            ticket_out_reg = ticket;
            ten_out_reg = money_left / 10;    
            money_left = money_left % 10;  
            five_out_reg = money_left / 5;
            money_left = money_left % 5;
            one_out_reg = money_left;
        end
    end
    else
    begin
        ticket_out_reg = 0;
        one_out_reg     = one;
        five_out_reg    = five;
        ten_out_reg     = ten;
    end
end
endmodule
==> results_slide.txt <==
Physical Implementation Snapshot

Status
  – Status: stopped before the end
  – Fail Step: global routing (5_1_grt)
  – Tool Error: [ERROR DPL-0036] Detailed placement failed.

Die
  – Die x size: 102 µm
  – Die H: ~100 µm
  – # rows: 29
  – IO Pins: 32
  – Fp_density: 0.604

Synth
  – Mapped cell area: 3900 µm²
  – Top cells by area: ha_1 8.3%, fa_1 6.7%, nand2_1 4.2%
  – Yosys Instances: about 540
  – Synth Area per Inst: roughly 7.2 µm²
  – Top-area cell share: 0.0834
  – Area leader, netlist: ha_1
  – Distinct lib cells used: 95
  – Synth top cell by count: nand2_1
  – Synth Warn #: 1
  – Sequential share of the synthesized area: 0
  – Synth cell count leaders: 44 x nand2_1, 40 x inv_1, 40 x nor2_1, 32 x a21oi_1
  – Yosys stat area: 3900 µm²
  – Syn Inst Count: 544

Placement
  – Port Buf Inserts: 32
  – DP Cell Count: 806
  – Hpwl dp: 11800 µm
  – Pre-CTS worst setup slack: -811 ps
  – Gpl congestion: 1.07

GRT
  – Largest net degree at the start of global routing: 24

Timing
  – WEP type: top-level output
  – Worst EP post-GRT repair: one_out[3]

Clocking
  – Hold buffer count at CTS: 0
-- metrics by stage --
step	total power [µW]	instance area, µm²	hold slack, ps	util	setup TNS [ps]
CTS	12600	5960	7800	0.923	0
global placement	11400	5670	8190	0.878	-2590
detailed placement	11600	5670	8190	0.878	-3690
floorplan	7120	4060	7210	-	0
-- logic make-up after synthesis --
group | Yosys count | synth area share
AND-OR/OR-AND | 204 | 0.409
AND/OR/NAND/NOR | 202 | 0.281
buffers and inverters | 67 | 0.0761
adder cells (fa/ha/maj) | 43 | 0.160
XOR/XNOR | 19 | 0.0465
multiplexers | 9 | 0.0270
-- repair_timing --
action / 4_1_cts
setup buffers: 20
endpoints found under the hold margin: 0
pin swaps: 31
setup endpoints to repair: 5
resized: 48
Power figures rest on the tool's default switching activity, not on a simulated workload.
