===== /design/flow/design.v =====
module multiply_for(output[15: 0] out,
                    input[7: 0] in0, in1,
                    input reset);
reg[14: 0] buffer;   
reg[15: 0] out_reg;
reg[7: 0] in0_reg, in1_reg;
reg[3: 0] i;
always@(in0, in1, reset)
begin
    if(reset)
        out_reg = 0;
    else
    begin
        in0_reg = in0;
        in1_reg = in1;
        out_reg = 0;
        for(i=0; i<8; i=i+1)
        begin
            if(in1_reg[i])
            begin
                buffer = in0_reg;
                buffer = buffer << i;
                out_reg = out_reg + buffer;
            end
        end
    end
end
assign out = out_reg;
endmodule

===== /design/flow/constraint.sdc =====
current_design multiply_for

set clk_period 13.6
set clk_io_pct 0.2

create_clock -name clk0 -period $clk_period

set non_clock_inputs [all_inputs -no_clocks]
set_input_delay [expr $clk_period * $clk_io_pct] -clock clk0 $non_clock_inputs
set_output_delay [expr $clk_period * $clk_io_pct] -clock clk0 [all_outputs]

===== /design/flow/run.sh =====
#!/bin/bash
# OpenROAD 26Q1-2900-gdf79404cd8, Yosys 0.63+post, stock flow scripts
make -C /OpenROAD-flow-scripts/flow DESIGN_CONFIG=/design/flow/config.mk WORK_HOME=/design/flow/orfs finish

===== /design/flow/config.mk =====
export PLATFORM = sky130hd
export DESIGN_NAME = multiply_for
export DESIGN_NICKNAME = multiply_for
export VERILOG_FILES = /design/flow/design.v
export SDC_FILE = /design/flow/constraint.sdc
export NUM_CORES = 4
export LEC_CHECK = 1
export CORE_UTILIZATION = 40

==> results.yml <==
# implementation run metrics
power:
  ir_worst_vdd_uv: 160.4
  pwr-share-seq: 0
  p_int_w: 0.0005360
  p_sw_w: 0.0004175
  power_leakage_nw: 2.653
  power.total_w: 0.0009535
  p_clk_frac: 0
  swShare: 0.4378
  pwr-share-comb: 1.000
  power.density_nw_per_um2: 170.9
routing:
  drcViolationCount: 0
  viasPerCell: 5.508
  wirelength_um: 11670
  antenna_cells_inserted: 0
  antenna_left: 0
  vias: 4065
  drt_iter0_drc: 211
  wl_per_cell_um: 15.81
  first_pass_iters: 4
sta:
  period_used_share: 0.9927
  worst_pin_slew_ns: 0.8089
  min_period_ns: 13.50
  finalWorstSetupSlack_ns: 0.09949
  drv_slew: 0
  setup_viol: 0
  fmax_mhz: 74.07
  rsz0062_at_grt: "yes"
  slew_headroom: 0.4590
  hold_viol: 0
worst_hold_path:
  hp-class: "in2out"
floorplan:
  dieArea_um2: 8488
  die_y_um: 92.13
  core_um2: 7807
  fp.dieW_um: 92.13
  rows: 32
  pin_count: 33
  core_util_floorplan: 0.4162
layout:
  sequential_cell_total: 0
  clkbuf_count: 0
  syn2layout_area_growth_pct: 71.70
  design_area_um2: 5579
  register_area_um2: 0
  fin_cells: 738
  drive_gt1_frac: 0.4528
synth:
  ys_top_cells_by_area: "ha_1 (23%), xnor2_1 (5.9%), nand2_1 (5.0%)"
  yosysTopAreaCell: "ha_1"
  netlist_area_um2: 3249
  synth_seq_share: 0
  synthCells: 455
  synth.avg_cell_area_um2: 7.141
  ys_cells: 455
  top_area_frac: 0.2310
  yosys-stat-area_um2: 3249
  synthDistinctLibCells: 64
  yosysWarnings: 1
global_routing:
  grt_pass1_vias: 3677
  met2_usage: 0.4204
  grt_util_all_layers: 0.2608
  grt_overflow: 0
  grt_use_met1: 0.3845
  antenna_found_initial: 0
  grt_pass1_wl_um: 17650
  globalRouteMet3Util: 0.01772
  grt_busiest_layer: "met2"
  grt_max_degree: 21
place:
  place_area_um2: 4642
  dp_hpwl_um: 8300
  gp_congestion: 0.8824
  pre_cts_ws_ns: -0.9156
  port_buffers: 33
  place_inst: 708
run:
  warnings: 41
  maxCapViolCount: 0
setup_path:
  criticalPathCategory: "in2out"
  worstPathArrival_ns: 10.78
  cp_max_fo: 4
  cp-startpoint: "in0[6]"
  worstSetupEndpointType: "output pin"
  cp.required_ns: 10.88
  max_stage_delay_ns: 0.43
  cp_slowest_cell: "clkdlybuf4s50_1"
  endpoint: "out[13]"
  critPathLaunchType: "input port"
run_status:
  status: "completed"
-- repair_timing --
item | CTS | global route
resized | 67 | 107
hold buffers | 0 | 0
setup endpoints to repair | 8 | 8
buffers inserted | 13 | 17
pin swaps | 29 | 62
-- cell usage in the layout (no fill, tap or decap), drive strengths merged, types with 7 or more instances in the layout --
| master | synthesis | final |
|---|---|---|
| buf | 3 | 164 |
| ha | 60 | 60 |
| nand2 | 43 | 43 |
| inv | 38 | 38 |
| nor2 | 34 | 34 |
| a21oi | 32 | 32 |
| o21ai | 32 | 32 |
| xnor2 | 22 | 22 |
| clkdlybuf4s50 | 0 | 21 |
| a21o | 12 | 12 |
| nand2b | 9 | 9 |
| nand3 | 9 | 9 |
| a31oi | 9 | 9 |
| mux2i | 8 | 8 |
| o21a | 8 | 8 |
| nor2b | 8 | 8 |
| xor2 | 8 | 8 |
| mux2 | 8 | 8 |
| and2 | 7 | 7 |
| fa | 7 | 7 |
-- routing by layer --
layer	wire, um	part of all wire	up-vias
li1	-	-	2044
met1	5722	0.49	1919
met2	5212	0.45	88
met3	531	0.046	14
met4	204	0.017	0
met5	0	0	-
-- through the flow --
step	utilization	setup TNS, ns	hold slack [ns]
floorplan	-	0	5.545
global placement	0.5946	-4.715	6.568
detailed placement	0.5946	-5.191	6.566
CTS	0.6397	-0.1204	6.421
global route	0.7146	-1.236	6.243
finish	0.7146	0	6.209
-- cells in the mapped netlist, types with 4 or more instances --
cell	n
nand3_1	9
mux2i_1	8
and2_1	7
nor3_1	5
nor2b_1	8
a21o_1	12
a211oi_1	6
clkbuf_1	11
o21ai_0	30
nand2b_1	9
mux2_2	7
o21bai_1	4
a21oi_1	31
nor2_1	34
ha_1	60
inv_1	38
o22ai_1	6
nand2_1	43
fa_1	7
xnor2_1	22
xor2_1	8
or3_1	6
o21a_1	8
o221ai_1	4
a31oi_1	9
-- layout make-up --
type                            count  area, um2
Timing Repair Buffer              195       1564
Inverter                           40      155.1
Fill cell                         530       2228
Multi-Input combinational cell    401       3732
Tap cell                          102      127.6
-- cells by family (layout without fill, tap and decap cells) --
kind of cell,count (synthesis),after routing,share of synthesized area
muxes,16,16,0.05352
AOI/OAI and AO/OA,152,152,0.3277
xor gates and xnor gates,30,30,0.08086
adders and majority gates,67,67,0.2742
buffers and inverters,54,235,0.06354
and+or+nand+nor,136,136,0.2002
-- power groups by stage --
stage	clock network, W	logic, W	registers (W)
final	0	0.000954	0
after global routing	0	0.00104	0
after CTS	0	0.000754	0
-- critical path: cells and delay by family --
family | cells | cell delay [ns]
fa+ha+maj | 7 | 2.10
mux | 1 | 0.30
simple gates | 9 | 1.27
buf+inv | 8 | 1.33
xor+xnor | 3 | 0.42
compound gates | 17 | 2.64
-- worst min path at each step --
| stage | from | end | slack (ns) | depth (start not counted) |
|---|---|---|---|---|
| global route | in1[0] | out[0] | 6.24 | 4 |
| CTS | in0[1] | out[1] | 6.42 | 5 |
| finish | in1[0] | out[0] | 6.21 | 4 |
Power figures rest on the tool's default switching activity, not on a simulated workload.
